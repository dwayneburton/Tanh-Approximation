### flow/run.sh
#!/bin/bash
# OpenROAD 26Q1-2900-gdf79404cd8, Yosys 0.63+post, stock flow scripts
make -C /OpenROAD-flow-scripts/flow DESIGN_CONFIG=/design/flow/config.mk WORK_HOME=/design/flow/orfs finish
### flow/config.mk
export PLATFORM = sky130hd
export DESIGN_NAME = tanh
export DESIGN_NICKNAME = tanh
export VERILOG_FILES = /design/flow/design.v
export SDC_FILE = /design/flow/constraint.sdc
export NUM_CORES = 4
export LEC_CHECK = 1
export CORE_UTILIZATION = 40
### flow/constraint.sdc
current_design tanh

set clk_period 13.2
set clk_io_pct 0.2

create_clock -name clk0 -period $clk_period [get_ports {clk}]

set non_clock_inputs [all_inputs -no_clocks]
set_input_delay [expr $clk_period * $clk_io_pct] -clock clk0 $non_clock_inputs
set_output_delay [expr $clk_period * $clk_io_pct] -clock clk0 [all_outputs]
### flow/design.v
module tanh (
    input  clk,          
    input  rst,          
    input  [13:0] i_x,   
    input  i_valid,      
    output o_ready,      
    output [13:0] o_fx,  
    output o_valid,      
    input  i_ready       
);
localparam signed [13:0] A0 = 14'b11101010101011;  
localparam signed [13:0] A1 = 14'b00001000100010;  
localparam signed [13:0] A2 = 14'b11111100100011;  
localparam signed [13:0] A3 = 14'b00000001011001;  
localparam signed [13:0] A4 = 14'b11111111011100;  
function automatic logic signed [13:0] multiply (input logic signed [13:0] x, input logic signed [13:0] y);
    logic signed [27:0] z;
    z = x * y; 
    multiply = z[25:12];
endfunction
logic signed [13:0] r_x; 
logic r_valid;
logic signed [13:0] r_fx1, r_fx2, r_fx3, r_fx4, r_fx5, r_fx6, r_fx7, r_fx8, r_fx9, r_fx10, r_fx11;
logic signed [13:0] r_x1,  r_x2,  r_x3,  r_x4,  r_x5,  r_x6,  r_x7,  r_x8,  r_x9,  r_x10,  r_x11;
logic signed [13:0] r_xsq2, r_xsq3, r_xsq4, r_xsq5, r_xsq6, r_xsq7, r_xsq8, r_xsq9;
logic r_valid1, r_valid2, r_valid3, r_valid4, r_valid5, r_valid6, r_valid7, r_valid8, r_valid9, r_valid10, r_valid11;
logic signed [13:0] r_fx; 
logic r_o_valid;
always_ff @ (posedge clk) begin
    if (rst) begin
        r_x <= 0; r_valid <= 0;
        r_fx1 <= 0; r_x1 <= 0; r_valid1 <= 0;
        r_fx2 <= 0; r_x2 <= 0; r_valid2 <= 0; r_xsq2 <= 0;
        r_fx3 <= 0; r_x3 <= 0; r_valid3 <= 0; r_xsq3 <= 0;
        r_fx4 <= 0; r_x4 <= 0; r_valid4 <= 0; r_xsq4 <= 0;
        r_fx5 <= 0; r_x5 <= 0; r_valid5 <= 0; r_xsq5 <= 0;
        r_fx6 <= 0; r_x6 <= 0; r_valid6 <= 0; r_xsq6 <= 0;
        r_fx7 <= 0; r_x7 <= 0; r_valid7 <= 0; r_xsq7 <= 0;
        r_fx8 <= 0; r_x8 <= 0; r_valid8 <= 0; r_xsq8 <= 0;
        r_fx9 <= 0; r_x9 <= 0; r_valid9 <= 0; r_xsq9 <= 0;
        r_fx10 <= 0; r_x10 <= 0; r_valid10 <= 0;
        r_fx11 <= 0; r_x11 <= 0; r_valid11 <= 0;
        r_fx <= 0; r_o_valid <= 0;
    end else if (i_ready) begin
        r_x <= i_x;
        r_valid <= i_valid;
        r_x1 <= r_x;
        r_valid1 <= r_valid;
        r_fx1 <= multiply(r_x, r_x);
        r_x2 <= r_x1;
        r_valid2 <= r_valid1;
        r_xsq2 <= r_fx1;
        r_fx2 <= multiply(r_fx1, A4);
        r_x3 <= r_x2;
        r_valid3 <= r_valid2;
        r_xsq3 <= r_xsq2;
        r_fx3 <= r_fx2 + A3;
        r_x4 <= r_x3;
        r_valid4 <= r_valid3;
        r_xsq4 <= r_xsq3;
        r_fx4 <= multiply(r_fx3, r_xsq3);
        r_x5 <= r_x4;
        r_valid5 <= r_valid4;
        r_xsq5 <= r_xsq4;
        r_fx5 <= r_fx4 + A2;
        r_x6 <= r_x5;
        r_valid6 <= r_valid5;
        r_xsq6 <= r_xsq5;
        r_fx6 <= multiply(r_fx5, r_xsq5);
        r_x7 <= r_x6;
        r_valid7 <= r_valid6;
        r_xsq7 <= r_xsq6;
        r_fx7 <= r_fx6 + A1;
        r_x8 <= r_x7;
        r_valid8 <= r_valid7;
        r_xsq8 <= r_xsq7;
        r_fx8 <= multiply(r_fx7, r_xsq7);
        r_x9 <= r_x8;
        r_valid9 <= r_valid8;
        r_xsq9 <= r_xsq8;
        r_fx9 <= r_fx8 + A0;
        r_x10 <= r_x9;
        r_valid10 <= r_valid9;
        r_fx10 <= multiply(r_fx9, r_xsq9);
        r_x11 <= r_x10;
        r_valid11 <= r_valid10;
        r_fx11 <= multiply(r_fx10, r_x10);
        r_fx <= r_fx11 + r_x11;
        r_o_valid <= r_valid11;
    end
end
assign o_ready = i_ready;
assign o_valid = r_o_valid;
assign o_fx = r_fx;
endmodule
==> summary.txt <==
Results of the implementation run.

The flow ran to the end, and the final reports show no timing, DRC or antenna violations. The detailed placement HPWL came out at 93900 µm. The layout overhead on the synthesized area came out at 7.10%. The tree built by TritonCTS fans out to 456 sinks. The sum of overflow across all layers after global routing is 0. The maximum number of pins on one net before global-route repair is 147. The routed design could run at a clock period as short as 6.75 ns.

Yosys stat counts 6206 cells in the synthesized netlist. The worst path required time came out at 13.77 ns. After routing the design area is 62400 µm².

The floorplan step defined a core boundary enclosing 144000 µm². The netlist uses 64 different library cells. The number of antenna violations at the first check in global routing is 0. The wire length after detailed routing is 120000 µm. The yosys stat chip area came out at 58300 µm². The die height is 384 µm. The via count came out at 38200. The number of hold buffers added after CTS is 0. In this run the maximum-capacitance check reported violations numbering 0.

The final max-slew violation count recorded for this run is 0. The global-route wire length before repair came out at 208000 µm. The top cell family by delay on the critical path is adder cells.

The share of flip-flops with an asynchronous set or reset after synthesis came out at 0. The timing report shows the most common cell along the critical path to be sky130_fd_sc_hd__fa_1. The number of enable flip-flop cells is 0. Synthesis handed over a netlist of 6206 instances. The transition at the pin with the smallest max-transition slack came out at 0.862 ns. 34 I/O pins were placed.

The script logs the mean routed wire length per placed instance as 14.9 µm. The mean number of vias per cell came out at 4.75. The placement-stage cell area came out at 60400 µm². The total buffers and inverters traversed by the critical path came out at 4.

The maximum VDD drop came out at 101 µV. The synthesis report lists the most area-consuming cells as sky130_fd_sc_hd__fa_1 (38%), sky130_fd_sc_hd__dfxtp_1 (16%), sky130_fd_sc_hd__ha_1 (9.1%). For reference, the clock transition at the flip-flops on the worst setup and hold paths is 0.06 ns. STA lists the maximum fanout along the critical path as 16.

The total setup buffers inserted after CTS is 0. The share of the cycle needed by the critical path after routing came out at 0.512. The number of I/O port buffers is 33. The tool warning count for the run is 31. The signal on the critical path passes through and2_1 -> inv_1 -> fa_1 -> inv_1 -> fa_1 -> fa_1 -> fa_1 -> fa_1 -> inv_1 -> fa_1 -> inv_1 -> ha_1 -> a21o_1 -> a221o_1 -> a41o_1 -> o31a_1 -> a21o_1 -> a211o_1 -> a32o_1. The top cell type by total area after synthesis is sky130_fd_sc_hd__fa_1.

The maximum frequency from static timing analysis came out at 148 MHz. The final number of hold-violating endpoints is 0. Yosys instantiated no cell more often than sky130_fd_sc_hd__inv_1. The synthesized area divided by synthesized cell count came out at 9.39 µm². The total number of placement rows is 139. The timing report shows that the slowest cell on the worst path is sky130_fd_sc_hd__dfxtp_1. The number of storage elements in the synthesis netlist came out at 456.

The script parses the final routing iteration and logs DRC violations as 0. The post-route clock skew came out at 0.0702 ns. The last weighted congestion value of the routability-driven placer is 0.887.

The leakage power of the design is 31.5 nW. The number of gates resized after CTS was 0. The worst stage delay on the critical path is 0.77 ns. The buffer depth of the longest clock path is 3. TritonCTS built the clock tree. The commonest cells after synthesis are sky130_fd_sc_hd__inv_1 (1295), sky130_fd_sc_hd__fa_1 (1096), sky130_fd_sc_hd__nand2_1 (547). The detail route stage leaves a number of antenna-violating nets equal to 0. The total of warnings raised by yosys is 1. The critical path capture point type is a register.

The headroom to the max-slew limit came out at 0.425. Setup repair after global routing left no endpoint under its margin. On the final layout, the worst hold slack is 0.450 ns. The number of antenna diodes came out at 0.

Looking at the setup timing report, the critical path kind is register to register. Counting the buffers created by CTS gives 56. The share of post-route cells with drive strength above 1 came out at 0.0273. For this configuration, the core starts out at a cell density of 0.405. The number of global-route vias before repair came to 40300. The clock insertion delay at the later pin of the skew report is 0.70 ns. The synthesized netlist occupies a cell area of 58300 µm². The area fraction of the dominant cell type after synthesis is 0.377.

The die boundary width is 384 µm. Per the log, the first TritonRoute iteration ended with a DRC count of 1262. The sum of negative setup slack is 0 ns. The root cell of the clock tree is sky130_fd_sc_hd__clkbuf_16. CTS built an H-tree with a depth of 2. The category of the worst setup path launch point is a register.

The aggregate global-route resource usage is 0.183. The total iterations of the first detailed-routing run came out at 23. Among all flip-flop cells after synthesis, the most frequent one is sky130_fd_sc_hd__dfxtp_1.

The total power density per cell area came out at 67.0 nW/µm². The critical path data arrival time came out at 7.32 ns. The setup violation total in the final timing report came out at 0. The worst hold-check path type is register to register. The share of the Yosys chip area taken by registers is 0.157. The chip occupies 147000 µm².
[cells in the final DEF (no fill, tap or decap), types with 8 or more instances in the layout]
master,count
sky130_fd_sc_hd__a21o_1,33
sky130_fd_sc_hd__and2_1,521
sky130_fd_sc_hd__nand2_1,547
sky130_fd_sc_hd__clkbuf_16,56
sky130_fd_sc_hd__nand4_1,19
sky130_fd_sc_hd__inv_1,1294
sky130_fd_sc_hd__nand2b_1,37
sky130_fd_sc_hd__dfxtp_1,456
sky130_fd_sc_hd__o21a_1,17
sky130_fd_sc_hd__fa_1,1096
sky130_fd_sc_hd__a211oi_1,39
sky130_fd_sc_hd__or3_1,9
sky130_fd_sc_hd__clkdlybuf4s50_1,31
sky130_fd_sc_hd__o21ai_0,84
sky130_fd_sc_hd__xnor2_1,148
sky130_fd_sc_hd__clkbuf_8,11
sky130_fd_sc_hd__o21bai_1,14
sky130_fd_sc_hd__nand3_1,24
sky130_fd_sc_hd__nor2b_1,62
sky130_fd_sc_hd__nor2_1,475
sky130_fd_sc_hd__nor3_1,20
sky130_fd_sc_hd__clkbuf_1,10
sky130_fd_sc_hd__xor2_1,66
sky130_fd_sc_hd__mux2i_1,345
sky130_fd_sc_hd__ha_1,426
sky130_fd_sc_hd__a21oi_1,95
sky130_fd_sc_hd__a31oi_1,8
sky130_fd_sc_hd__buf_4,51
[routing by layer]
layer	track usage	wire length [µm]
met1	0.279	55300
met4	0.0232	1920
met3	0.0547	7920
met2	0.277	54400
met5	0	0
[area by class of cell]
cell class,instances,area (µm²)
sequential,456,9130
clock buffer,77,1590
inverter,1296,4860
tap,1903,2380
clock inverter,27,423
multi-input combinational,4186,43300
timing repair buffer,85,743
fill,13600,81600
[worst paths after layout]
kind              startpoint    endpoint  slack (ns)  cells after the start
hold / removal    r_xsq6[12]  r_xsq7[12]        0.45                      2
setup / recovery   r_xsq3[3]   r_fx4[12]        6.45                     19
hold reg to reg   r_xsq6[12]  r_xsq7[12]        0.45                      2
setup reg to reg   r_xsq3[3]   r_fx4[12]        6.45                     19
[worst min-delay path, cell delays in order, from the launching register on]
cell                      delay, ns
sky130_fd_sc_hd__dfxtp_1       0.32
sky130_fd_sc_hd__mux2i_1       0.07
sky130_fd_sc_hd__nor2_1        0.07
[stage by stage]
step           power, mW  worst slack [ns]  utilization  cells
6_report            4.18              6.45        0.433   8030
3_3_place_gp        2.55              6.33        0.419   7926
3_5_place_dp        2.56              6.27        0.419   7926
4_1_cts             4.25              6.32        0.433   8030
5_1_grt             4.47              5.94        0.433   8030
2_1_floorplan       2.31              6.95            -   6206
[cells by family (layout without fill, tap and decap cells)]
logic type | count (synthesis) | in the layout | share of synthesized area
simple gates | 1740 | 1740 | 0.142
buf+inv | 1564 | 1485 | 0.101
fa+ha+maj | 1522 | 1522 | 0.468
flops | 456 | 456 | 0.157
compound gates | 364 | 364 | 0.0406
mux | 346 | 346 | 0.0595
xor+xnor | 214 | 214 | 0.0322
[power breakdown]
part / total (mW) / internal, mW / switching (mW)
combinational: 0.967 / 0.431 / 0.536
clock: 1.66 / 0.989 / 0.671
sequential: 1.55 / 1.43 / 0.126
total: 4.18 / 2.85 / 1.33
Power figures rest on the tool's default switching activity, not on a simulated workload.
